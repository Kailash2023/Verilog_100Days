[config.mk]
export PLATFORM = sky130hd
export DESIGN_NAME = fifo_tx
export DESIGN_NICKNAME = fifo_tx
export VERILOG_FILES = /design/flow/design.v
export SDC_FILE = /design/flow/constraint.sdc
export NUM_CORES = 4
export LEC_CHECK = 1
export CORE_UTILIZATION = 30
[constraint.sdc]
current_design fifo_tx

set clk_period 4.2
set clk_io_pct 0.2

create_clock -name clk0 -period $clk_period [get_ports {clk}]

set non_clock_inputs [all_inputs -no_clocks]
set_input_delay [expr $clk_period * $clk_io_pct] -clock clk0 $non_clock_inputs
set_output_delay [expr $clk_period * $clk_io_pct] -clock clk0 [all_outputs]
[design.v]
`timescale 1ns / 1ps
    module fifo_tx(
    input  wire        clk,
    input  wire        reset,
    output reg         tuser,
    output reg [31:0]  tdata,
    output reg         tvalid,
    output reg         tlast,
    output reg [3:0]   tkeep,
    input  wire        tready,
    output wire [55:0] preamble_out
    );
    assign preamble_out = 56'h5555_5555_5555_55;
    localparam IDLE                 = 3'd0;
    localparam PREPARE_ARP_req        = 3'd1;
    localparam PREPARE_ICMP_req = 3'd2; 
    localparam PREPARE_RANDOM       = 3'd3; 
    localparam TRANSMIT             = 3'd4;
    localparam WAIT_IPG             = 3'd5;
    reg [2:0] ps;
    reg [7:0] word_count;
    reg [3:0] ipg_counter;
    reg [15:0] startup_timer; 
    reg [31:0] tx_buffer [0:31];
    integer i;
    always @(posedge clk) begin
        if (reset) begin
            ps                <= IDLE;
            tvalid            <= 1'b0;
            tlast             <= 1'b0;
            tdata             <= 32'd0;
            tkeep             <= 4'h0;
            tuser             <= 1'b0;
            word_count        <= 8'd0;
            ipg_counter       <= 4'd0;
            startup_timer     <= 16'd0;
            for (i = 0; i < 32; i = i + 1) begin
                tx_buffer[i] <= 32'd0;
            end
        end else begin
            case (ps)
                IDLE: begin
                    tvalid <= 1'b0;
                    tlast  <= 1'b0;
                    tkeep  <= 4'h0;
                    word_count <= 8'd0;
                    if (startup_timer == 16'd2000) begin
                        ps <= PREPARE_ARP_req;
                        startup_timer <= startup_timer + 1'b1;
                    end 
                    else if (startup_timer == 16'd6000) begin
                        ps <= PREPARE_ICMP_req;
                        startup_timer <= startup_timer + 1'b1;
                    end
                    else if (startup_timer == 16'd50 || startup_timer == 16'd4000 || startup_timer == 16'd8000) begin
                        ps <= PREPARE_RANDOM;
                        startup_timer <= startup_timer + 1'b1;
                    end
                    else begin
                        if (startup_timer < 16'hFFFF) begin
                            startup_timer <= startup_timer + 1'b1;
                        end
                    end
                end
                PREPARE_RANDOM: begin
                    tx_buffer[0] <= 32'h00000002; 
                    tx_buffer[1] <= 32'hBE000400; 
                    tx_buffer[2] <= 32'hB535BD43; 
                    tx_buffer[3] <= 32'h00450008; 
                    tx_buffer[4] <= 32'h34122000;
                    tx_buffer[5] <= 32'h11400000; 
                    tx_buffer[6] <= 32'hA8C00000; 
                    tx_buffer[7] <= 32'hA8C01401; 
                    tx_buffer[8] <= 32'h00080D01; 
                    tx_buffer[9] <= 32'h34120004; 
                    tx_buffer[10] <= 32'h00000D01;
                    tx_buffer[11] <= 32'h00000000;
                    tx_buffer[12] <= 32'h00000000;
                    tx_buffer[13] <= 32'h00000000;
                    tx_buffer[14] <= 32'h00000000;
                    tx_buffer[15] <= 32'h00000000;
                    tx_buffer[16] <= 32'h00000000; 
                    tx_buffer[17] <= 32'h00000000; 
                    tx_buffer[18] <= 32'h00000000; 
                    tx_buffer[19] <= 32'h00000000; 
                    tx_buffer[20] <= 32'h00000000;
                    tx_buffer[21] <= 32'h00000000; 
                    tx_buffer[22] <= 32'h00000000; 
                    tx_buffer[23] <= 32'h00000000; 
                    tx_buffer[24] <= 32'h00000000; 
                    tx_buffer[25] <= 32'h00000000; 
                    tx_buffer[26] <= 32'h00000000;
                    tx_buffer[27] <= 32'h00000000;
                    tx_buffer[28] <= 32'h00000000;
                    tx_buffer[29] <= 32'h00000000;
                    tx_buffer[30] <= 32'h00000000;
                    tx_buffer[31] <= 32'h00000000;
                    ps <= TRANSMIT;
                end
                PREPARE_ARP_req: begin
                    tx_buffer[0] <= 32'hFFFFFFFF; 
                    tx_buffer[1] <= 32'hBE00FFFF; 
                    tx_buffer[2] <= 32'hB535BD43; 
                    tx_buffer[3] <= 32'h01000608; 
                    tx_buffer[4] <= 32'h04060008;
                    tx_buffer[5] <= 32'hBE000100; 
                    tx_buffer[6] <= 32'hB535BD43; 
                    tx_buffer[7] <= 32'h1401A8C0; 
                    tx_buffer[8] <= 32'h00000000; 
                    tx_buffer[9] <= 32'hA8C00000; 
                    tx_buffer[10] <= 32'h00000D01;
                    tx_buffer[11] <= 32'h00000000;
                    tx_buffer[12] <= 32'h00000000;
                    tx_buffer[13] <= 32'h00000000;
                    tx_buffer[14] <= 32'h00000000;
                    tx_buffer[15] <= 32'h00000000;
                    tx_buffer[16] <= 32'h00000000; 
                    tx_buffer[17] <= 32'h00000000; 
                    tx_buffer[18] <= 32'h00000000; 
                    tx_buffer[19] <= 32'h00000000; 
                    tx_buffer[20] <= 32'h00000000;
                    tx_buffer[21] <= 32'h00000000; 
                    tx_buffer[22] <= 32'h00000000; 
                    tx_buffer[23] <= 32'h00000000; 
                    tx_buffer[24] <= 32'h00000000; 
                    tx_buffer[25] <= 32'h00000000; 
                    tx_buffer[26] <= 32'h00000000;
                    tx_buffer[27] <= 32'h00000000;
                    tx_buffer[28] <= 32'h00000000;
                    tx_buffer[29] <= 32'h00000000;
                    tx_buffer[30] <= 32'h00000000;
                    tx_buffer[31] <= 32'h00000000;
                    ps <= TRANSMIT;
                end
                PREPARE_ICMP_req: begin
                    tx_buffer[0] <= 32'h00000002; 
                    tx_buffer[1] <= 32'hBE000400; 
                    tx_buffer[2] <= 32'hB535BD43; 
                    tx_buffer[3] <= 32'h00450008; 
                    tx_buffer[4] <= 32'h34122000;
                    tx_buffer[5] <= 32'h01400000; 
                    tx_buffer[6] <= 32'hA8C00000; 
                    tx_buffer[7] <= 32'hA8C01401; 
                    tx_buffer[8] <= 32'h00080D01; 
                    tx_buffer[9] <= 32'h34120000; 
                    tx_buffer[10] <= 32'h00000100;
                    tx_buffer[11] <= 32'h00000000;
                    tx_buffer[12] <= 32'h00000000;
                    tx_buffer[13] <= 32'h00000000;
                    tx_buffer[14] <= 32'h00000000;
                    tx_buffer[15] <= 32'h00000000;
                    tx_buffer[16] <= 32'h00000000; 
                    tx_buffer[17] <= 32'h00000000; 
                    tx_buffer[18] <= 32'h00000000; 
                    tx_buffer[19] <= 32'h00000000; 
                    tx_buffer[20] <= 32'h00000000;
                    tx_buffer[21] <= 32'h00000000; 
                    tx_buffer[22] <= 32'h00000000; 
                    tx_buffer[23] <= 32'h00000000; 
                    tx_buffer[24] <= 32'h00000000; 
                    tx_buffer[25] <= 32'h00000000; 
                    tx_buffer[26] <= 32'h00000000;
                    tx_buffer[27] <= 32'h00000000;
                    tx_buffer[28] <= 32'h00000000;
                    tx_buffer[29] <= 32'h00000000;
                    tx_buffer[30] <= 32'h00000000;
                    tx_buffer[31] <= 32'h00000000;
                    ps <= TRANSMIT;
                end
                TRANSMIT: begin
                    tvalid <= 1'b1;
                    tkeep  <= 4'hF; 
                    if (tvalid == 1'b1 && tready == 1'b1) begin
                        if (word_count == 8'd30) begin
                            word_count <= word_count + 1'b1;
                            tlast      <= 1'b1; 
                            tdata      <= tx_buffer[31]; 
                        end else if (word_count == 8'd31) begin
                            word_count  <= 8'd0;
                            tvalid      <= 1'b0;
                            tlast       <= 1'b0; 
                            ipg_counter <= 4'd0;
                            ps          <= WAIT_IPG; 
                        end else begin
                            word_count <= word_count + 1'b1;
                            tlast      <= 1'b0;
                            tdata      <= tx_buffer[word_count + 1]; 
                        end
                    end else begin
                        tdata <= tx_buffer[word_count];
                    end
                end
                WAIT_IPG: begin
                    tvalid <= 1'b0;
                    tlast  <= 1'b0;
                    tkeep  <= 4'h0;
                    if (ipg_counter == 4'd11) begin 
                        ps <= IDLE;
                    end else begin
                        ipg_counter <= ipg_counter + 1'b1;
                    end
                end
                default: ps <= IDLE;
            endcase
        end
    end
endmodule
[run.sh]
#!/bin/bash
# OpenROAD 26Q1-2900-gdf79404cd8, Yosys 0.63+post, stock flow scripts
make -C /OpenROAD-flow-scripts/flow DESIGN_CONFIG=/design/flow/config.mk WORK_HOME=/design/flow/orfs finish
==> flow_metrics.py <==
# Flow results
metrics = {
    "power_and_ir_drop": {
        "leakagePower_nw": 2.13,
        "seqPwrFrac_pct": 43.5,
        "ir_drop_mv": 0.206,
        "p_int_w": 0.00134,
        "p_clk_share_pct": 54.2,
        "finalPower_w": 0.00167,
        "swShare_pct": 20.2,
        "combPwrFrac_pct": 2.3,
        "p_switching_w": 0.000338,
        "power.density_mw_per_mm2": 292,
    },
    "floorplanning": {
        "dieArea_mm2": 0.0177,
        "core_mm2": 0.0166,
        "fp_util_pct": 30.9,
        "fp.dieW_um": 133,
        "ios": 98,
        "rows": 47,
        "die_h_um": 133,
    },
    "final_timing": {
        "period_needed_ps": 3550,
        "worstMarginPinSlew_ps": 825,
        "fin_skew_ps": 7.12,
        "period_used_pct": 84.6,
        "whs_ps": 486,
        "tns_ps": 0,
        "drv_slew": 0,
        "relSlewSlack_pct": 44.9,
        "hold_viol_final": 0,
        "setup_slack_ps": 648,
        "finalSetupViolations": 0,
        "rsz0062_at_grt": "false",
        "max_freq_ghz": 0.282,
    },
    "setup_path": {
        "r2r_cells": 10,
        "rr_startpoint": "word_count[0]",
        "worst-path-stages": 10,
        "r2r_setup_slack_ps": 650,
        "critPathSlowestCell": "dfxtp_1",
        "crit_type": "reg -> reg",
        "required_ps": 4400,
        "critical_path.endpoint_type": "register",
        "critPathBufInv": 0,
        "cp-startpoint": "word_count[0]",
        "crit_path_end": "tdata[19]",
        "r2r-end": "tdata[19]",
        "path_max_fanout": 23,
        "crit_chain": "ha_1, and3_1, ha_1, nand3b_1, a21oi_1, a311oi_2, o2111ai_4, o21a_4, a221oi_1, nor3_1",
        "arrival_ps": 3750,
        "max_stage_delay_ps": 530,
        "crit_path_frequent_cell": "ha_1",
        "crit_family": "AND-OR/OR-AND gates",
        "crit_path_start_kind": "register",
    },
    "synth": {
        "yosys.stat.seqShare_pct": 29.6,
        "flop_cell": "dfxtp_1",
        "yosys-mux-area-fraction_pct": 0.195,
        "synthCells": 678,
        "yosys_warnings": 2,
        "ys_sh_aoi_pct": 24.1,
        "synth.logic.top_family": "simple AND/OR/NAND/NOR gates",
        "yosys-stat-area_mm2": 0.00514,
        "ys_types": 79,
        "synth_area_mm2": 0.00514,
        "avgSynthCellArea_um2": 7.59,
        "synth_stat.cells": 678,
        "simple_gate_area_share_pct": 26.4,
        "yosys.area_share.adder_pct": 2.68,
        "synth_flops": 76,
        "xor_share_pct": 2.55,
        "async_flop_share_pct": 0,
        "edf_count": 0,
    },
    "detailed_routing": {
        "drt_iter0_markers": 373,
        "dr.pass1.iters": 5,
        "finalWirelength_um": 14000,
        "antenna-diode-count": 0,
        "met2_length_um": 6010,
        "wl_met1_um": 6590,
        "top_layer": "met4",
        "viasPerCell": 5.13,
        "vias": 4667,
        "wire_per_inst_um": 15.4,
        "drc": 0,
        "wl_met3_um": 1030,
        "drtAntennaViolNets": 0,
    },
    "job": {
        "maxCapViolations": 0,
        "warning_count": 32,
    },
    "clock_network": {
        "cts-root-buf": "clkbuf_16",
        "cts_setup_buffers": 0,
        "clock_path_buffers": 2,
        "post_cts_resized": 0,
        "cts_hold_buf": 0,
        "cts_buffers": 9,
        "cts_tree": "built",
        "clock-sinks": 76,
        "path_clk_slew_ps": 60,
        "clkLatencyLatePin_ps": 340,
        "htreeDepth": 3,
    },
    "place": {
        "hpwl_um": 9910,
        "post-place-ws_ps": 690,
        "place_congestion": 1.02,
        "port_buffers": 40,
    },
    "final_layout": {
        "lay_top_cells": "109 x nor2_1, 76 x dfxtp_1, 57 x conb_1",
        "drive_above_1_share_pct": 7.69,
        "post-route-util_pct": 34.5,
        "ff_latch_area_mm2": 0.00152,
        "area_delta_synth_final_pct": 11.5,
        "comb_area_mm2": 0.00309,
        "final_common_cell": "nor2_1",
        "fillers": 1738,
    },
    "grt": {
        "grt_antenna_before_repair": 0,
        "track_usage_pct": 16.2,
        "grt_overflow_total": 0,
        "first_global_vias": 4280,
        "grt_max_degree": 47,
        "grt_pass1_wl_um": 23000,
    },
    "hold_path": {
        "hold_depth": 2,
        "hold_start": "tx_buffer[10][8]",
        "min_path_type": "reg -> reg",
    },
    "outcome": {
        "status": "finished clean",
    },
}
## worst register-to-register path, stage by stage, from the launching register on
cell	delay (ps)
dfxtp_1	530
ha_1	500
and3_1	250
ha_1	430
nand3b_1	190
a21oi_1	80
a311oi_2	310
o2111ai_4	340
o21a_4	400
a221oi_1	290
nor3_1	80
## cells by family (layout without fill, tap and decap cells)
kind of cell / count (synthesis) / after routing
AOI/OAI and AO/OA: 176 / 176
xor gates and xnor gates: 15 / 15
adders and majority gates: 11 / 11
buffers and inverters: 122 / 78
DFF: 76 / 76
muxes: 1 / 1
other: 2 / 57
and+or+nand+nor: 275 / 275
## cell usage after synthesis (all sizes together) (11+ instances only)
| master | count | share of area [%] |
|---|---|---|
| o21ai | 33 | 3.3 |
| nor3 | 23 | 2.3 |
| a21oi | 49 | 4.9 |
| dfxtp | 76 | 30 |
| clkbuf | 28 | 2.0 |
| nand3 | 21 | 2.1 |
| ha | 11 | 2.7 |
| buf | 78 | 11 |
| inv | 16 | 1.2 |
| a211oi | 20 | 3.6 |
| nand2 | 48 | 3.6 |
| nor2 | 110 | 8.1 |
## how the worst min path moves through the flow
stage | slack [ps] | to
finish | 490 | tx_buffer[10][8]
global route | 500 | word_count[7]
CTS | 490 | tx_buffer[10][8]
## metrics by stage
step,area (µm²),cells
after floorplan,5350,733
after global placement,5390,893
after detailed placement,5390,893
after CTS,5740,909
after global routing,5740,909
final,5740,909
## routing by layer
metal / vias to the layer above / global-route usage (%)
met2: 222 / 23.8
met1: 2117 / 24.6
met3: 34 / 2.81
li1: 2294 / -
met4: 0 / 4.09
met5: - / 0
## sequential cells by signal, indices dropped and copies added (netlist names)
signal and cells:
tdata 29, startup_timer 16, tx_buffer 10, word_count 8
ps 6, ipg_counter 4, tkeep 1, tlast 1
tvalid 1
## power groups by stage
| stage | Clock, W | Sequential [W] | Combinational [W] |
|---|---|---|---|
| global route | 0.000958 | 0.000729 | 0.0000455 |
| CTS | 0.000927 | 0.000729 | 0.0000391 |
| finish | 0.000907 | 0.000729 | 0.0000383 |
## area by class of cell
| class | instances | share of cell area (%) |
|---|---|---|
| flip-flops and latches | 76 | 26.5 |
| inverters | 16 | 1.05 |
| repair buffers | 46 | 7.68 |
| well taps | 220 | 4.80 |
| clock inverters | 5 | 1.88 |
| clock buffers | 11 | 4.23 |
| multi-input cells | 535 | 53.8 |
Power and IR drop assume default switching activity.
