--- design/flow/config.mk ---
export PLATFORM = sky130hd
export DESIGN_NAME = fifo_rx
export DESIGN_NICKNAME = fifo_rx
export VERILOG_FILES = /design/flow/design.v
export SDC_FILE = /design/flow/constraint.sdc
export NUM_CORES = 4
export LEC_CHECK = 1
export CORE_UTILIZATION = 40
--- design/flow/constraint.sdc ---
current_design fifo_rx

set clk_period 16.4
set clk_io_pct 0.2

create_clock -name clk0 -period $clk_period [get_ports {clk}]

set non_clock_inputs [all_inputs -no_clocks]
set_input_delay [expr $clk_period * $clk_io_pct] -clock clk0 $non_clock_inputs
set_output_delay [expr $clk_period * $clk_io_pct] -clock clk0 [all_outputs]
--- design/flow/design.v ---
`timescale 1ns / 1ps
module fifo_rx #(parameter mac_add = 48'h020000000004)(
    input  wire          clk,
    input  wire          reset,
    input  wire [31:0]   input_tdata,
    input  wire          input_tvalid,
    input  wire [0:0]    input_tuser,
    input  wire          input_tlast, 
    input  wire [3:0]    input_tkeep,
    output wire          input_tready,
    output reg           stream_valid,
    output reg [47:0]    dest_add_out,
    output reg [47:0]    src_add_out,
    output reg [15:0]    eth_type_out,
    output reg [15:0]    dest_port,
    output reg [7:0]     protocol,
    output reg [9:0]     word_count_latch,
    output reg           ARP_valid,
    output reg           ICMP_valid,
    output reg           UDP_valid,
    output reg [31:0]    request_tdata,
    output reg           request_tlast
    );
    wire [7:0] byte0 = input_tdata[7:0];
    wire [7:0] byte1 = input_tdata[15:8];
    wire [7:0] byte2 = input_tdata[23:16];
    wire [7:0] byte3 = input_tdata[31:24];
    reg [31:0] packet_buffer [0:31];    
    reg [1:0]  live_proto; 
    localparam IDLE = 2'd0;
    localparam READ = 2'd1;
    localparam SEND = 2'd2; 
    reg [1:0] ps;
    reg [9:0] word_count; 
    reg [9:0] send_count; 
    assign input_tready = 1;
    always @(posedge clk) begin
        if (reset) begin 
            ps               <= IDLE;
            stream_valid     <= 1'b0;
            ARP_valid        <= 1'b0;
            ICMP_valid       <= 1'b0;
            UDP_valid       <= 1'b0;
            request_tdata    <= 32'd0;
            request_tlast    <= 1'b0;
            dest_add_out     <= 48'd0;
            src_add_out      <= 48'd0;
            eth_type_out     <= 16'd0;
            protocol         <= 8'd0;
            word_count       <= 10'd0;
            word_count_latch <= 10'd0;
            send_count       <= 10'd0;
            live_proto       <= 2'd0;
        end 
        else begin
            case (ps)
                IDLE: begin
                    stream_valid  <= 1'b0;
                    ARP_valid     <= 1'b0;
                    ICMP_valid    <= 1'b0;
                    UDP_valid    <= 1'b0;
                    request_tdata <= 32'd0;
                    request_tlast <= 1'b0;
                    live_proto    <= 2'd0;
                    if (input_tvalid) begin
                        ps <= READ;
                        dest_add_out[47:16] <= {byte0, byte1, byte2, byte3};
                        packet_buffer[0] <= input_tdata;
                        if (input_tlast) begin
                            word_count_latch <= 10'd1;
                            ps               <= IDLE;
                        end else begin
                            word_count <= 10'd1; 
                        end
                    end else begin
                        word_count <= 10'd0;
                    end
                end 
                READ: begin
                    stream_valid  <= 1'b0;
                    if (input_tvalid) begin
                        if (word_count < 10'd32) begin
                            packet_buffer[word_count[4:0]] <= input_tdata;
                        end
                        if (word_count == 10'd5) begin
                            if (eth_type_out == 16'h0806) begin
                                live_proto <= 2'd1; 
                            end 
                            else if (eth_type_out == 16'h0800 && byte3 == 8'h01 && dest_add_out == mac_add ) begin
                                live_proto <= 2'd2; 
                            end
                             else if (eth_type_out == 16'h0800 && byte3 == 8'h11 && dest_add_out == mac_add ) begin
                                live_proto <= 2'd3; 
                            end
                        end 
                        case (word_count)
                            10'd1: begin
                                dest_add_out[15:0] <= {byte0, byte1};
                                src_add_out[47:32] <= {byte2, byte3};
                            end
                            10'd2: src_add_out[31:0]  <= {byte0, byte1, byte2, byte3};
                            10'd3: eth_type_out[15:0] <= {byte0, byte1};
                            10'd5: protocol[7:0]      <= byte3;
                            10'd9: dest_port      <= {byte1, byte0};
                            default: ; 
                        endcase
                        if (input_tlast) begin
                            word_count_latch <= word_count + 1'b1;
                            if (input_tuser == 1'b0 && (live_proto == 2'd1 || live_proto == 2'd2 || live_proto == 2'd3)) begin
                                ps         <= SEND;
                                send_count <= 10'd0;
                            end else begin
                                live_proto <= 2'd0; 
                                ps         <= IDLE;
                            end
                        end else begin
                            word_count <= word_count + 1'b1;
                        end
                    end
                end
                SEND: begin
                    if (send_count < word_count_latch && send_count < 10'd32) begin
                        stream_valid  <= 1'b1;
                        request_tdata <= packet_buffer[send_count[4:0]]; 
                        if (live_proto == 2'd1) ARP_valid  <= 1'b1;
                        if (live_proto == 2'd2) ICMP_valid <= 1'b1;
                        if (live_proto == 2'd3) UDP_valid <= 1'b1;
                        if (send_count == word_count_latch - 1'b1) begin
                            request_tlast <= 1'b1;
                        end else begin
                            request_tlast <= 1'b0;
                        end
                        send_count <= send_count + 1'b1;
                    end 
                    else begin
                        stream_valid  <= 1'b0;
                        ARP_valid     <= 1'b0;
                        ICMP_valid    <= 1'b0;
                        UDP_valid    <= 1'b0;
                        request_tdata <= 32'd0;
                        request_tlast <= 1'b0;
                        live_proto    <= 2'd0;
                        ps            <= IDLE;
                    end
                end
                default: ps <= IDLE;
            endcase 
        end
    end
endmodule
--- design/flow/run.sh ---
#!/bin/bash
# OpenROAD 26Q1-2900-gdf79404cd8, Yosys 0.63+post, stock flow scripts
make -C /OpenROAD-flow-scripts/flow DESIGN_CONFIG=/design/flow/config.mk WORK_HOME=/design/flow/orfs finish
==> changes_impl.md <==
## Implementation

* Status: complete, no violations
* Placed cell areas at 51,400 um2
* Critical path origin: input_tvalid
* Placed instance count at 4,286
* Drt initial violations at 1,652
* Chip area at 119,000 um2
* Reg2Reg Setup Slack at 12.27 ns
* H-Tree Level Count at 3
* I/O Buffers at 219
* Clk ins delay skew pair at 0.71 ns
* Final WL at 126,000 um
* Clock tree buffer depth at 3
* Max IR drop VDD at 0.0932 mV
* Via count at 25.2k
* GR Util All Layers at 23.7%
* Seq share, synth at 75.1%
* Worst setup SP type: primary input
* Maximum clock frequency at 0.159 GHz
* I/O Pins at 225
* Hold Vio Cnt, Final at 0
* CTS Hold Bufs at 0
* Sequential share of power at 53.9%
* Critical Path End Type: register
* DR vias/cell at 5.59
* Critical Path End: packet_buffer[4][12]
* Ys cells at 2,584
* Layout cell share with drive strength beyond 1 at 19.9%
* Layout Cells excl Fill at 4,512
* CP max stage delay at 0.81 ns
* Final period util at 38.4%
* Registers, synthesis at 1,238
* Mean Syn Cell Area at 18.1 um2
* Sw Share at 20.0%
* DP Wirelength at 70,600 um
* Mapped Area at 46,900 um2
* # DRC at 0
* Design Area, Final at 55,500 um2
* Post-layout min period at 6.29 ns
* Router iterations before antenna repair at 5
* Worst reg2reg endpoint: request_tdata[3]
* Tightest Pin Transition at 0.982 ns
* # setup viols final at 0
* Ys flop type: edfxtp_1
* LEAKAGE at 17.0 nW
* Log Warnings at 32
* Yosys warnings at 1
* Clock-pin slew on the worst setup and hold paths at 0.06 ns
* Logic pwr share at 2.2%
* CP Cell Sequence: clkdlybuf4s50_1 > nand3b_1 > or2_2 > nor2_1 > nand3_1 > nor2_4 > buf_4
* Vias in the first global route at 27.9k
* Critical Path Slowest Stage Cell: nor2_4
* WP buf/inv at 2
* First-pass GRT wire length at 183,000 um
* Die H at 344 um
* Largest net degree at the start of global routing at 77
* Worst Reg2Reg Path Length in Cells at 7
* Remaining antenna violation count after routing at 0
* Max-Slew Margin vs Limit at 34.1%
* Initial antenna violation count at 0
* Pins Over Slew Limit at 0
* Layout Area Growth over Synthesis at 18.4%
* Arr. time, crit path at 6.62 ns
* Worst path top cell family by delay: simple AND/OR/NAND/NOR gates
* Internal power at 5.08 mW
* Total gr overflow at 0
* RSZ-0062 raised after global routing: false
* Critical path required time at 16.73 ns
* CP Depth at 7
* Hold WC Path Type: reg -> reg
* Clock power share at 43.9%
* Die width at 344 um
* Post-synthesis async set-or-reset flop share at 0%
* WL/cell at 27.8 um
* Synthesized instance count at 2,584
* Fp_density at 40.3%
* Power per cell area at 114 nW/um2
* Num CTS Buffers at 118
* NetSw at 1.27 mW
* Setup Fix Bufs, Post-CTS at 0
* # clock sinks at 1,238
* Clock skew at 0.0313 ns
* Rows at 125
* Post-synth cell types at 62
* Core Area at 116,000 um2
* Max_cap viols at 0
* Kind of critical path: in -> reg
* Clk root buf: clkbuf_16
* Final TNS setup at 0 ns
* YS chip area at 46,900 um2
* Count of library flops with an enable pin at 1,040
* Post-CTS sizing at 0
* CTS tree: done
* PnR Total Power at 6.35 mW
* Crit path max fanout at 20
* Placer Congestion at 0.848
-- cell usage after synthesis (17+ instances only) --
cell,number,share of area (%)
edfxtp_1,1040,67
nand2_1,282,2.3
mux4_2,256,12
dfxtp_1,198,8.5
a21oi_1,135,1.4
clkbuf_1,98,0.78
o22ai_1,76,1.0
nor2_1,72,0.58
mux2i_1,55,1.2
nand3_1,43,0.46
buf_2,38,0.41
inv_1,25,0.20
nor3_1,24,0.26
nor4_1,17,0.23
-- cell families (layout without fill, tap and decap cells) --
group | count (synthesis) | after routing | synth area share [%]
AND-OR/OR-AND | 315 | 315 | 4.24
XOR/XNOR | 22 | 22 | 0.411
adder cells (fa/ha/maj) | 15 | 15 | 0.400
buffers and inverters | 172 | 574 | 1.52
flip-flops | 1238 | 1238 | 75.1
multiplexers | 311 | 311 | 13.5
other | 1 | 3 | 0.00800
AND/OR/NAND/NOR | 510 | 510 | 4.86
-- worst min path at each step --
stage | endpoint | start | cells past startpoint
after CTS | request_tdata[1] | request_tdata[1] | 2
after global routing | request_tdata[1] | request_tdata[1] | 2
final | request_tdata[1] | request_tdata[1] | 2
-- flip-flops by register name, indices dropped and copies added (netlist names), named ones only --
| register | flops |
|---|---|
| packet_buffer | 1024 |
| dest_add_out | 48 |
| src_add_out | 48 |
| request_tdata | 32 |
| dest_port | 16 |
| eth_type_out | 16 |
| send_count | 10 |
| word_count | 10 |
| word_count_latch | 10 |
| protocol | 8 |
| live_proto | 3 |
| ps | 3 |
| ARP_valid | 1 |
| ICMP_valid | 1 |
| UDP_valid | 1 |
| request_tlast | 1 |
| stream_valid | 1 |
-- stage by stage --
stage	worst slack, ns	hold slack, ns	util, %
floorplan	8.54	0.392	-
global placement	9.44	0.438	44.3
detailed placement	9.38	0.434	44.3
CTS	10.12	0.443	47.7
global route	9.92	0.462	47.7
finish	10.11	0.439	47.7
-- cell usage in the layout (no fill, tap or decap), types with 7 or more instances in the layout --
master	n
nor2_4	31
dfxtp_1	195
ha_1	15
clkinv_2	23
clkbuf_16	118
o21ai_0	8
xnor2_1	15
a21oi_1	135
nand3_1	43
xor2_1	7
mux2i_1	55
o21ai_1	8
inv_1	25
nand4_1	9
a211oi_1	16
edfxtp_1	1040
a22oi_1	10
clkinv_1	18
and3_1	8
clkbuf_8	16
nor3_1	21
mux4_2	256
nor4_1	17
clkbuf_1	25
buf_4	106
nor2_1	41
nand2_1	282
o22ai_1	76
a22o_1	10
bufinv_16	14
and2_1	12
a32o_1	14
clkdlybuf4s50_1	218
-- worst reg2reg max path, cell delays in order (launching register included) --
cell and delay [ns]:
dfxtp_4 0.78, buf_4 0.74, buf_4 0.60, buf_4 0.62, mux4_2 0.60, o22ai_1 0.30, a211oi_1 0.11, a32o_1 0.28
-- metal layers --
metal  wire length, um  global-route usage, %  part of all wire [%]
met4              2610                   4.44                   2.1
met3             24200                   20.0                    19
met5                24                  0.401                 0.019
met2             56800                   33.7                    45
met1             41800                   28.6                    33
-- power groups by stage --
| stage | registers (mW) | logic, mW | clock network, mW |
|---|---|---|---|
| 6_report | 3.43 | 0.139 | 2.79 |
| 5_1_grt | 3.42 | 0.151 | 2.95 |
| 4_1_cts | 3.43 | 0.140 | 2.83 |
-- area by class of cell --
cell class,count,area [um2]
sequential,1238,35200
antenna,2,5.00
fill,9374,60700
multi-input combinational,1174,11200
tap,1524,1910
clock inverter,65,777
timing repair buffer,325,3000
inverter,25,93.8
clock buffer,159,3270
Power is estimated from default activity; no workload was simulated.
