File: run.sh
#!/bin/bash
# OpenROAD 26Q1-2900-gdf79404cd8, Yosys 0.63+post, stock flow scripts
make -C /OpenROAD-flow-scripts/flow DESIGN_CONFIG=/design/flow/config.mk WORK_HOME=/design/flow/orfs finish
File: config.mk
export PLATFORM = sky130hd
export DESIGN_NAME = tx_stream
export DESIGN_NICKNAME = tx_stream
export VERILOG_FILES = /design/flow/design.v
export SDC_FILE = /design/flow/constraint.sdc
export NUM_CORES = 4
export LEC_CHECK = 1
export CORE_AREA = 10 10 518 518
export DIE_AREA = 0 0 528 528
File: constraint.sdc
current_design tx_stream

set clk_period 19.9
set clk_io_pct 0.2

create_clock -name clk0 -period $clk_period [get_ports {clk}]

set non_clock_inputs [all_inputs -no_clocks]
set_input_delay [expr $clk_period * $clk_io_pct] -clock clk0 $non_clock_inputs
set_output_delay [expr $clk_period * $clk_io_pct] -clock clk0 [all_outputs]
File: design.v
`timescale 1ns / 1ps
module tx_stream#(payload_width = 8, payload_size_bytes = 128)(
    input clk,reset,
    output reg [31:0] tdata,
    output reg tvalid,
    output reg tuser,
    output reg tlast,
    input tready ,
    input [1023 : 0] tx_data,
    input din_valid,
    input [9:0] word_count_latch
    );
    reg [3:0] ps,ns;
    reg data_avail;
    reg [9:0] transfer_count;
    wire [47:0] dest_add ;
    wire [47:0] src_add  ;
    wire [15:0] eth_type ;
    reg [1023 : 0] tx_data_reg;
    reg din_valid_d;
    localparam IDLE = 0;
    localparam WRITE1 = 1;
    localparam DONE = 10;
    assign dest_add = tx_data_reg[47:0];
    assign src_add  = tx_data_reg[97:48];
    assign eth_type = tx_data_reg[111:96];
    always@(posedge clk)
     begin
        din_valid_d <= din_valid;  
     end
    always@(posedge clk)
    begin 
       if(reset)
        begin 
          tx_data_reg<= 1024'h0;
        end
       else if(din_valid)
        begin
          tx_data_reg<= tx_data; 
        end
       else 
        begin 
         tx_data_reg<= tx_data_reg;
        end
    end
    always@(posedge clk)     
      begin
        if(reset)
          ps <= IDLE;
        else
          ps <= ns;
      end
     always@(*)     
       begin
         if(reset)
          begin
          ns = IDLE;
          end
         else 
           begin
            case(ps)
            IDLE : begin
                     if(din_valid_d)
                     ns = WRITE1;
                     else
                     ns = IDLE;
                   end
            WRITE1 : begin
                     if(data_avail == 0)
                       ns = DONE;
                     else 
                       ns = WRITE1; 
                   end 
            DONE : begin
                      ns = IDLE;
                   end
           endcase
           end                  
       end
     always @(*)
        begin
            tdata  = 32'd0;
            tvalid = 0;
            tuser  = 0;
            tlast  = 0;
            data_avail = 0;
                if(ps == WRITE1)
                begin
                    tvalid = 1;
                    data_avail = 1;
                if(transfer_count == word_count_latch )
                   begin
                      tdata  = tx_data_reg[(transfer_count)*32  +: 32];
                      tlast = 1;
                      data_avail = 0;
                   end
                else 
                  begin
                      tdata = tx_data_reg[(transfer_count)*32  +: 32];
                      tlast = 0;
                      data_avail = 1;
                  end
                  end
        end
       always@(posedge clk)           
       begin
           if(reset)
             begin
                transfer_count <= 0;
             end
           else if(tvalid && tready)
             begin
                transfer_count <= transfer_count + 1;
             end 
           else if(ps == WRITE1)
             begin
                transfer_count <= transfer_count;
             end
           else
             begin
                transfer_count <= 0;
             end
       end
endmodule
==> out/results.txt <==
crit path DAT: 6.51 ns
Post-synth EDFFs: 0
asr flop ratio synth: 0%
CTS Buf Count: 120
register pins left without a clock: 2
Power, Total: 5200 uW
OpenROAD warning count: 43
post-cts hold buffer count: 0
MaxCap Viol Count: 0
Critical path buffers and inverters: 2
H-tree Lvls: 3
Sw Share: 24.8%
CP delay by family, top: buffers and inverters
RSZ-0062 raised after global routing: false
antenna violation net count after detailed routing: 0
yosys stat chip area: 0.0451 sq mm
Hold Slack: 0.489 ns
post-route clock period utilization: 52.7%
ys flop type: dfxtp_1
final setup fails: 0
die area: 0.279 sq mm
status: completed
Late-Pin Clk Latency: 0.73 ns
CP cell instances: clkdlybuf4s50_1, xnor2_1, nand4_1, nor4_2, and2_1, clkdlybuf4s50_1
Sw Pwr: 1290 uW
GRT overflow: 0
CTS resizes: 0
first-pass GRT wire length: 315000 um
critical path capture point type: output pin
fillers: 26800
Internal: 3910 uW
Max Root-Sink Buffers: 3
post-route DRC violation count: 0
RR Endpoint: transfer_count[8]
Slowest-stage cell, CP: clkdlybuf4s50_1
initial core utilization: 17.5%
Horiz. Die Dim: 528 um
Final Hold Vio Count: 0
Clock Skew: 0.0113 ns
CP Launch Type: primary input
initial antenna violation count: 139
synthesized cell area: 0.0451 sq mm
area growth from synthesis to layout: 40.8%
Routed Wire Length: 237000 um
clock power share: 44.7%
Die Ht: 528 um
Post-Syn Instances: 4324
critical path peak fanout: 3
clock root buffer: clkbuf_16
crit path kind: in2out
R2R Path Start: transfer_count[1]
number of global-route vias before repair: 36500
VDD IR-drop max: 83.3 uV
worst hold path type: reg2reg
row count: 186
DP HPWL: 191000 um
drt wl/cell: 27.0 um
Synth flops: 1039
postcts setup bufs: 0
relative slew slack: 14.7%
total negative slack: 0 ns
first-pass detailed-route iteration total: 5
max reg flops: 1024
Worst path depth: 6
register area: 0.0208 sq mm
Avg Vias per Cell: 4.14
crit path capture: tlast
CORE AREA: 0.257 sq mm
warnings from Yosys: 1
Clock transition at path regs: 0.06 ns
Flop pwr share: 43.7%
Slew Limit Fails: 0
GPL Wtd Cong: 0.909
Max Freq: 0.0954 GHz
I/O Buffers: 1071
gr usage total: 16.7%
most frequent CP cell: clkdlybuf4s50_1
Slew @ Worst Pin: 1.28 ns
most common logic cells in the final layout: 1345 x mux2i_1, 1069 x clkdlybuf4s50_1, 1035 x dfxtp_1
Avg Cell Area, Syn: 10.4 sq um
Worst Path Required: 15.92 ns
flop2flop setup slack: 17.63 ns
Vias: 36300
Lkg Pwr: 0.0252 uW
Commonest Layout Cell: mux2i_1
Gate Area: 0.0225 sq mm
pin count of the biggest net entering global routing: 162
Comb pwr share: 11.6%
Placement Setup Slack: 9.30 ns
pwr dens: 81.9 mW/mm^2
CP peak stage delay: 0.69 ns
drt first-iter violations: 2559
cells on worst reg2reg path: 6
fin util: 24.7%
fin crit period: 10.49 ns
CTS tree: built
share of post-route cells with drive strength above 1: 8.00%
ys cells: 4324
Yosys cell types: 50
I/O pin count: 1073
beginning of the critical path: word_count_latch[2]
count of endpoints without a timing constraint: 2
final setup margin: 9.41 ns
[area by class of cell]
cell class                      instances  area share [%]
Multi-Input combinational cell       2922            35.5
Sequential cell                      1039            32.8
Timing Repair Buffer                 1175            18.3
Tap cell                             3384            6.68
Clock buffer                          187            5.74
Clock inverter                         35           0.872
Antenna cell                           37           0.146
Inverter                                4          0.0237
[routing by layer]
| layer | track usage, % | up-vias | wire [um] |
|---|---|---|---|
| met1 | 21.4 | 17300 | 97100 |
| met3 | 5.92 | 398 | 20900 |
| met4 | 4.55 | 86 | 7800 |
| met2 | 26.8 | 1448 | 111000 |
| met5 | 0 | - | 519 |
| li1 | - | 17100 | - |
[metrics by stage]
step	std cells	instance area, sq um
2_1_floorplan	4324	45100
3_3_place_gp	8524	59100
3_5_place_dp	8524	59100
4_1_cts	8746	63300
5_1_grt	8763	63400
6_report	8783	63400
[cell families after synthesis]
group           share of synthesized area, %
simple gates                            11.0
fa+ha+maj                             0.0833
flops                                   46.1
compound gates                          3.68
latches                               0.0667
buf+inv                                 4.01
xor+xnor                               0.350
mux                                     34.7
other cells                          0.00832
[how the worst min path moves through the flow]
stage | from | endpoint | slack, ns | cells past startpoint
final | tx_data_reg[268] | tx_data_reg[268] | 0.49 | 2
after global routing | tx_data_reg[602] | tx_data_reg[602] | 0.51 | 2
after CTS | tx_data_reg[474] | tx_data_reg[474] | 0.49 | 2
[synth_stat cells, drive strengths merged (6+ instances only)]
library cell	instances	area share [%]
mux2i	1345	30
dfxtp	1037	46
nor2	1035	8.7
buf	204	2.6
clkbuf	152	1.3
mux4	96	4.8
o22ai	96	1.3
a22oi	64	1.1
and3	64	0.90
nand3	36	0.42
nand4	35	0.49
a21oi	33	0.45
o21ai	33	0.37
a31oi	32	0.44
xnor2	13	0.25
nor2b	6	0.083
[power by group through the flow]
stage / Clock, uW / Sequential [uW] / Combinational (uW)
4_1_cts: 2380 / 2270 / 608
5_1_grt: 2460 / 2280 / 652
6_report: 2320 / 2270 / 602
[worst reg2reg max path: cells and delay by family (launching register included)]
kind,cells,cell delay [ns]
buf+inv,1,0.63
flops,1,0.54
simple gates,3,0.45
fa+ha+maj,1,0.37
xor+xnor,1,0.15
No activity file was given, so power comes from the tool's default toggle rates.
